$ cat config.mk
export PLATFORM = sky130hd
export DESIGN_NAME = UART
export DESIGN_NICKNAME = UART
export VERILOG_FILES = /design/flow/design.v
export SDC_FILE = /design/flow/constraint.sdc
export NUM_CORES = 4
export LEC_CHECK = 1
export CORE_UTILIZATION = 50
$ cat constraint.sdc
current_design UART

set clk_period 3.3
set clk_io_pct 0.2

create_clock -name clk0 -period $clk_period [get_ports {clock}]

set non_clock_inputs [all_inputs -no_clocks]
set_input_delay [expr $clk_period * $clk_io_pct] -clock clk0 $non_clock_inputs
set_output_delay [expr $clk_period * $clk_io_pct] -clock clk0 [all_outputs]
$ cat design.v
module UART (clock, reset_key, Seven_Segment_Display_0, Seven_Segment_Display_1, LED_Display, UART_Receiver_RS_232);
input clock, UART_Receiver_RS_232; input [3:0] reset_key;
output logic [6:0] Seven_Segment_Display_0, Seven_Segment_Display_1; output logic [7:0] LED_Display;
parameter DATA_WIDTH = 4'd8;
logic receiving_flag, received_flag; logic [(DATA_WIDTH - 1'd1):0] received_data; wire reset = ~reset_key[0];
assign LED_Display[6] = receiving_flag;
assign LED_Display[3] = received_flag;
Receiver_RS_232 final_module (.clock (clock), .reset (reset), .serial_data_in (UART_Receiver_RS_232), .receiving_flag (receiving_flag), .received_flag (received_flag), 
.received_data (received_data));
Seven_Segment_Display SSD_0 (received_data[3:0], Seven_Segment_Display_0); 
Seven_Segment_Display SSD_1 (received_data[7:4], Seven_Segment_Display_1);
endmodule
module Receiver_RS_232 (clock, reset, serial_data_in, receiving_flag, received_flag, received_data);
parameter BAUD_COUNT = 9'd434; parameter DATA_WIDTH = 4'd8; parameter TOTAL_DATA_WIDTH = DATA_WIDTH + 2'd2;
input clock, reset, serial_data_in;
output logic receiving_flag, received_flag; output logic [(DATA_WIDTH - 1'd1):0] received_data;
logic bits_received_flag, previous_receiving_flag, baud_clock; logic [(TOTAL_DATA_WIDTH - 1'd1):0]	shift_register_data_in;
Baud_Counter Receiver_RS_232_Baud_Counter (.clock (clock), .reset (reset), .reset_counter (~receiving_flag), .baud_clock_rising_edge (), .baud_clock_falling_edge (baud_clock),
.bits_done_flag (bits_received_flag));
defparam Receiver_RS_232_Baud_Counter.BAUD_COUNT= BAUD_COUNT, Receiver_RS_232_Baud_Counter.DATA_WIDTH= DATA_WIDTH;
always_ff @ (posedge clock)
begin
if (reset)
receiving_flag <= 1'b0;
else if (bits_received_flag)
receiving_flag <= 1'b0;
else if (!serial_data_in)
receiving_flag <= 1'b1;
end
always_ff @ (posedge clock)
begin
if (reset)
shift_register_data_in <= {TOTAL_DATA_WIDTH{1'b0}};
else if (baud_clock)	
shift_register_data_in <= {serial_data_in, shift_register_data_in[(TOTAL_DATA_WIDTH - 1'd1):1]};
end
always_ff @ (posedge clock)
begin
previous_receiving_flag <= receiving_flag;
if (receiving_flag)
received_flag <= 1'b0;
else if (previous_receiving_flag)
begin
received_flag <= 1'b1;
received_data <= shift_register_data_in[DATA_WIDTH:1];
end
end
endmodule
module Baud_Counter (clock, reset, reset_counter, baud_clock_rising_edge, baud_clock_falling_edge, bits_done_flag);
input clock, reset, reset_counter;
output logic baud_clock_rising_edge, baud_clock_falling_edge, bits_done_flag;
parameter BAUD_COUNTER_WIDTH = 4'd9; parameter BAUD_COUNT = 9'd434; parameter BAUD_TICK_COUNT = BAUD_COUNT - 1'd1; parameter HALF_BAUD_TICK_COUNT = BAUD_COUNT / 2'd2;
parameter DATA_WIDTH = 4'd8; parameter TOTAL_DATA_WIDTH = DATA_WIDTH + 2'd2;
logic [3:0] bit_counter; logic [(BAUD_COUNTER_WIDTH - 1'd1):0] baud_counter;
always_ff @ (posedge clock)
begin
if (reset)
baud_counter <= {BAUD_COUNTER_WIDTH{1'b0}};
else if (reset_counter)
baud_counter <= {BAUD_COUNTER_WIDTH{1'b0}};
else if (baud_counter == BAUD_TICK_COUNT)
baud_counter <= {BAUD_COUNTER_WIDTH{1'b0}};
else
baud_counter <= baud_counter + 1'b1;
end
always_ff @ (posedge clock)
begin
if (reset)
baud_clock_rising_edge <= 1'b0;
else if (baud_counter == BAUD_TICK_COUNT)
baud_clock_rising_edge <= 1'b1;
else
baud_clock_rising_edge <= 1'b0;
end
always_ff @ (posedge clock)
begin
if (reset)
baud_clock_falling_edge <= 1'b0;
else if (baud_counter == HALF_BAUD_TICK_COUNT)
baud_clock_falling_edge <= 1'b1;
else
baud_clock_falling_edge <= 1'b0;
end
always_ff @ (posedge clock)
begin
if (reset)
bit_counter <= 4'b0;
else if (reset_counter)
bit_counter <= 4'b0;
else if (bit_counter == TOTAL_DATA_WIDTH)
bit_counter <= 4'b0;
else if (baud_counter == BAUD_TICK_COUNT)
bit_counter <= bit_counter + 1'b1;
end
always_ff @ (posedge clock)
begin
if (reset)
bits_done_flag <= 1'b0;
else if (bit_counter == TOTAL_DATA_WIDTH)
bits_done_flag <= 1'b1;
else
bits_done_flag <= 1'b0;
end
endmodule
module Seven_Segment_Display (input_digit, output_display);
input [3:0] input_digit;
output logic [6:0] output_display;
always_comb
begin
case (input_digit)
4'h0: output_display = 7'b1000000;
4'h1: output_display = 7'b1111001; 	
4'h2: output_display = 7'b0100100; 	
4'h3: output_display = 7'b0110000; 	
4'h4: output_display = 7'b0011001; 	
4'h5: output_display = 7'b0010010; 	
4'h6: output_display = 7'b0000010; 	
4'h7: output_display = 7'b1111000;	
4'h8: output_display = 7'b0000000; 	
4'h9: output_display = 7'b0010000;
4'hA: output_display = 7'b0001000;
4'hb: output_display = 7'b0000011;
4'hC: output_display = 7'b1000110;
4'hd: output_display = 7'b0100001;
4'hE: output_display = 7'b0000110;
4'hF: output_display = 7'b0001110;
endcase
end
endmodule
$ cat run.sh
#!/bin/bash
# OpenROAD 26Q1-2900-gdf79404cd8, Yosys 0.63+post, stock flow scripts
make -C /OpenROAD-flow-scripts/flow DESIGN_CONFIG=/design/flow/config.mk WORK_HOME=/design/flow/orfs finish
==> flow_metrics.env <==
# implementation run metrics
export IMPL_status="finished clean"
export IMPL_die_width_um=71.7
export IMPL_timing_final_max_slew_violations=0
export IMPL_initial_utilization=0.539
export IMPL_finalWeightedCongestion=0.884
export IMPL_antenna_cells=0
export IMPL_num_fill_cells=348
export IMPL_cellPowerDensity_nw_per_um2=418
export IMPL_clock_buffer_depth=2
export IMPL_core_rowCount=24
export IMPL_clock_tree_htree_level_count=2
export IMPL_reg_to_reg_setup_timing_slack_ps=1020
export IMPL_path_max_fanout=23
export IMPL_rsz_0062_raised_after_global_routing="false"
export IMPL_number_of_antenna_violations_at_the_first_check_in_global_routing=0
export IMPL_setup_worst_path_end_class="flop"
export IMPL_ys_cells=238
export IMPL_detailedRoute_firstIterationViolations=50
export IMPL_finalSetupViolCount=0
export IMPL_vias=1636
export IMPL_synth_edff_count=8
export IMPL_grt_remaining_overflow=0
export IMPL_synth_area_um2=2430
export IMPL_cts_repair_timing_setup_buffer_count=0
export IMPL_drt_first_pass_iters=4
export IMPL_hp_class="reg -> reg"
export IMPL_layout_cells_most_common_list="41 x sky130_fd_sc_hd__dfxtp_1, 19 x sky130_fd_sc_hd__mux2i_1, 19 x sky130_fd_sc_hd__nor2_1"
export IMPL_synthesis_yosys_warnings=9
export IMPL_postCtsResizedCells=0
export IMPL_post_route_util=0.596
export IMPL_netlist_instances=238
export IMPL_fraction_of_layout_instances_using_a_drive_strength_above_1=0.0781
export IMPL_synth_async_reset_ratio=0
export IMPL_clk_root_buffer_cell="sky130_fd_sc_hd__clkbuf_8"
export IMPL_postRouteWirelength_mm=3.89
export IMPL_avgSynthCellArea_um2=10.2
export IMPL_place_hpwl_mm=2.68
export IMPL_grt_max_degree=24
export IMPL_area_growth_synth_to_final_pct=10.7
export IMPL_timing_max_cap_violations=0
export IMPL_irDropWorstVdd_mv=0.286
export IMPL_clock_sinks=49
export IMPL_static_leakage_uw=0.00104
export IMPL_grt_pass1_vias=1544
export IMPL_drc_errors=0
export IMPL_synth_seq_share=0.437
export IMPL_tool_warnings=41
export IMPL_clk_pin_slew_worst_paths_ps=90
export IMPL_clock_latency_ps=300
export IMPL_core_area_um2=4500
export IMPL_cts_buf_count=5
export IMPL_cp_required_ps=3470
export IMPL_worstMarginPinSlew_ps=581
export IMPL_slew_headroom=0.613
export IMPL_chipArea_um2=5130
export IMPL_fmax_mhz=439
export IMPL_ff_type="sky130_fd_sc_hd__dfxtp_1"
export IMPL_fin_worst_skew_ps=5.17
export IMPL_total_negative_setup_slack_ps=0
export IMPL_pin_count=28
export IMPL_routed_wire_length_per_instance_um=12.6
export IMPL_arrival_time_at_the_worst_endpoint_ps=2450
export IMPL_total_global_routing_track_utilization=0.170
export IMPL_wire_length_of_the_first_global_routing_pass_mm=6.78
export IMPL_cts_tree="built"
export IMPL_post_synth_num_cell_types=41
export IMPL_die_y_um=71.7
export IMPL_finalHoldViolations=0
export IMPL_post_route_clock_period_utilization=0.690
export IMPL_final_period_minus_worst_setup_slack_ps=2280
export IMPL_route_detailed_vias_per_inst=5.31
export IMPL_post_cts_hold_buffer_count=0
export IMPL_mostFrequentLayoutCell="sky130_fd_sc_hd__dfxtp_1"
export IMPL_ys_chip_area_um2=2430
export IMPL_ant_nets=0
export IMPL_ys_ff=49
export IMPL_io_port_bufs=18
export IMPL_worst_setup_path_type="reg -> reg"
export IMPL_worstSetupStartpointType="flop"
synthesized netlist by cell type (all sizes together), types with 2 or more instances:
library cell,number,area (µm²)
a21oi,3,15.0
a221oi,2,17.5
a31oi,4,25.0
and2,2,12.5
and3,5,31.3
and4bb,2,25.0
buf,14,108
clkbuf,2,7.51
dfxtp,41,821
edfxtp,8,240
ha,16,200
inv,11,41.3
mux2,4,48.8
mux2i,21,218
nand2,9,33.8
nand3,11,55.1
nand3b,2,15.0
nor2,19,71.3
nor2b,10,62.6
nor3,5,25.0
nor3b,4,30.0
o211ai,3,22.5
o21ai,8,40.0
o22ai,6,37.5
o2bb2ai,2,17.5
o31ai,2,15.0
o32ai,2,25.0
xnor2,7,61.3
xor2,7,61.3
metrics by stage:
step	total power [µW]	hold slack [ps]	setup slack, ps	instance area (µm²)	cells
2_1_floorplan	743	373	1170	2440	243
3_3_place_gp	789	380	1060	2600	300
3_5_place_dp	790	378	1040	2600	300
4_1_cts	1130	393	1020	2690	308
5_1_grt	1180	420	835	2690	308
6_report	1120	394	1020	2690	308
worst max-delay path, cell delays in order, from the launching register on:
cell and delay (ps):
sky130_fd_sc_hd__dfxtp_1 490, sky130_fd_sc_hd__nand2b_1 150, sky130_fd_sc_hd__buf_4 280, sky130_fd_sc_hd__mux2_2 420, sky130_fd_sc_hd__inv_1 140, sky130_fd_sc_hd__ha_1 270, sky130_fd_sc_hd__a221oi_1 280, sky130_fd_sc_hd__o22ai_1 120
where the power goes:
group / switching, µW / internal, µW / leakage (µW)
clock: 193 / 151 / 0.0000457
combinational: 56.9 / 74.9 / 0.000585
sequential: 12.4 / 632 / 0.000413
total: 262 / 859 / 0.00104
final timing paths:
kind	from	end	cells after the start
hold / removal	flop	final_module.receiving_flag	1
setup / recovery	final_module.receiving_flag	Seven_Segment_Display_0[1]	7
hold reg to reg	flop	final_module.receiving_flag	1
setup reg to reg	final_module.receiving_flag	Seven_Segment_Display_0[1]	7
cells by family (layout without fill, tap and decap cells):
group                    Yosys count  count (layout)  synth area share
other                              1               6           0.00155
multiplexers                      25              25             0.110
adder cells (fa/ha/maj)           16              16            0.0825
AND-OR/OR-AND                     32              32            0.0887
AND/OR/NAND/NOR                   74              74             0.165
XOR/XNOR                          14              14            0.0505
flip-flops                        49              49             0.437
buffers and inverters             27              40            0.0645
metal layers:
| layer | track usage | share of wire |
|---|---|---|
| met5 | 0 | 0 |
| met4 | 0.0196 | 0.0077 |
| met3 | 0.0485 | 0.039 |
| met2 | 0.273 | 0.46 |
| met1 | 0.247 | 0.50 |
registers in the layout (all words and copies together), names as in the netlist, named ones only:
signal	cells
final_module.received_data	8
final_module.receiving_flag	1
final_module.Receiver_RS_232_Baud_Counter.baud_counter	9
final_module.shift_register_data_in	9
Seven_Segment_Display_1	7
final_module.previous_receiving_flag	1
final_module.Receiver_RS_232_Baud_Counter.bit_counter	4
final_module.Receiver_RS_232_Baud_Counter.bits_done_flag	1
final_module.received_flag	1
Seven_Segment_Display_0	7
cell type report:
class                      instances  area [µm²]  share of cell area
timing repair buffer              21         203              0.0755
clock buffer                       6        72.6              0.0270
sequential                        49        1060               0.395
multi-input combinational        167        1230               0.457
clock inverter                     2        15.0             0.00559
tap                               52        65.1              0.0242
inverter                          11        41.3              0.0154
No activity file was given, so power comes from the tool's default toggle rates.
